$ cat flow/config.mk
export PLATFORM = sky130hd
export DESIGN_NAME = CODE
export DESIGN_NICKNAME = CODE
export VERILOG_FILES = /design/flow/design.v
export SDC_FILE = /design/flow/constraint.sdc
export NUM_CORES = 4
export LEC_CHECK = 1
export CORE_AREA = 10 10 76 76
export DIE_AREA = 0 0 86 86
$ cat flow/constraint.sdc
current_design CODE

set clk_period 8.6
set clk_io_pct 0.2

create_clock -name clk0 -period $clk_period

set non_clock_inputs [all_inputs -no_clocks]
set_input_delay [expr $clk_period * $clk_io_pct] -clock clk0 $non_clock_inputs
set_output_delay [expr $clk_period * $clk_io_pct] -clock clk0 [all_outputs]
$ cat flow/design.v
`timescale 1ns / 1ps
module CODE(a,b,cin,sum);
	input [15:0] a;
	input [15:0] b;
	input cin;
	output [16:0] sum;
	wire w1;
four_ripple_adder f1(sum[3:0],a[3:0],b[3:0],cin,w1);
 wire w2,w3;
 wire [15:4] sum1;
 wire [15:4] sum2;
 wire w4; 
four_ripple_adder f2(sum1[7:4],a[7:4],b[7:4],1'b0,w2);
four_ripple_adder f3(sum2[7:4],a[7:4],b[7:4],1'b1,w3);
mux m1(sum1[4],sum2[4],w1,sum[4]);
mux m2(sum1[5],sum2[5],w1,sum[5]);
mux m3(sum1[6],sum2[6],w1,sum[6]);
mux m4(sum1[7],sum2[7],w1,sum[7]);
mux m5(w2,w3,w1,w4);
wire w5,w6;
wire w7; 
four_ripple_adder f4(sum1[11:8],a[11:8],b[11:8],1'b0,w5);
four_ripple_adder f5(sum2[11:8],a[11:8],b[11:8],1'b1,w6);
mux m6(sum1[8],sum2[8],w4,sum[8]);
mux m7(sum1[9],sum2[9],w4,sum[9]);
mux m8(sum1[10],sum2[10],w4,sum[10]);
mux m9(sum1[11],sum2[11],w4,sum[11]);
mux m10(w5,w6,w4,w7);
wire w8,w9;
four_ripple_adder f6(sum1[15:12],a[15:12],b[15:12],1'b0,w8);
four_ripple_adder f7(sum2[15:12],a[15:12],b[15:12],1'b1,w9);
mux m11(sum1[12],sum2[12],w7,sum[12]);
mux m12(sum1[13],sum2[13],w7,sum[13]);
mux m13(sum1[14],sum2[14],w7,sum[14]);
mux m14(sum1[15],sum2[15],w7,sum[15]);
mux m15(w8,w9,w7,sum[16]);
endmodule
module four_ripple_adder(s,a,b,cin,cout);
input [3:0] a,b;
input cin;
output [3:0] s;
output cout;
wire [2:0]w;
fa f1(a[0],b[0],cin,s[0],w[0]);
fa f2(a[1],b[1],w[0],s[1],w[1]);
fa f3(a[2],b[2],w[1],s[2],w[2]);
fa f4(a[3],b[3],w[2],s[3],cout);
endmodule
module fa(x,y,z,sum,out);
input  x,y,z;
output out,sum;
wire w1,w2,w3;
xor x1(sum,x,y,z);
and a1(w1,x,y);
and a2(w2,x,z);
and a3(w3,y,z);
or o1(out,w1,w2,w3);
endmodule
module mux(in0,in1,sel,out);
input  in0,in1, sel;
output out;
assign out=(sel)?in1:in0;
endmodule
$ cat flow/run.sh
#!/bin/bash
# OpenROAD 26Q1-2900-gdf79404cd8, Yosys 0.63+post, stock flow scripts
make -C /OpenROAD-flow-scripts/flow DESIGN_CONFIG=/design/flow/config.mk WORK_HOME=/design/flow/orfs finish
==> out/results.txt <==
status - complete, no violations
dpl ws - 1.207 ns
post-route setup TNS - 0 ns
# clk buffers - 0
WS Path Type - primary input to output pin
number of I/O port buffers - 50
Peak VDD IR - 0.01775 mV
post-layout period usage of the worst path - 85.41%
Ys Warns - 0
total track usage - 5.209%
die width - 86 um
Pleak - 0.5449 nW
fin crit period - 7.345 ns
Post-CTS Resized - 0
total number of vias - 701
Via-to-Cell Ratio - 3.852
Seq cells - 0
max_cap viols - 0
initial antenna violation count - 0
P_sw - 0.02762 mW
Hold WC Path Type - primary input to output pin
Max-slew headroom - 70.43%
fraction of layout cells with a size suffix above 1 - 8.333%
Pint - 0.06199 mW
Routed Antenna Nets - 0
residual DRC count - 0
CP required - 6.88 ns
Mapped Cells - 99
Final Max-Slew Violation Tally - 0
worst path arrival time - 5.62 ns
worst slew pin tran - 0.4389 ns
Core Footprint - 0.004115 mm^2
Top cell excl fill/tap - clkdlybuf4s50_1
final worst slack - 1.255 ns
register area - 0 um^2
IO Count - 50
register area share after synthesis - 0%
routability cong. - 0.8000
Post-CTS Setup Bufs - 0
CTS Hold Bufs - 0
Die H - 86 um
drt first-iter violations - 18
HPWL after DPL - 1915 um
Row Count - 23
Startpoint Class - primary input
# Cells Yosys - 99
ant diodes - 0
FP Util - 20.01%
CP Cell Sequence - clkdlybuf4s50_1, inv_1, fa_1, inv_1, fa_1, fa_1, fa_1, nor2_1, o311ai_2, a2111o_1, a31oi_4, mux2i_1, xor2_1, clkdlybuf4s50_1
vias in the first global route - 673
pwr/cell area - 71.19 mW/mm^2
worst-path maximum fanout - 4
Initial DRT Pass Iterations - 2
YS chip area - 823.3 um^2
most numerous cell on the critical path - fa_1
Flop pwr share - 0%
Top cells excl fill/tap - 50 x clkdlybuf4s50_1, 15 x ha_1, 14 x inv_1
Mapped Avg Cell Area - 8.316 um^2
post-synthesis cell type count - 27
Layout area overhead - 52.89%
slowest stage delay, CP - 0.48 ns
Clk pwr share - 0%
WL final - 2014 um
Fin. Hold Viols - 0
synthesized area - 823.3 um^2
endpoint class of the critical path - output pin
first-pass GRT wire length - 3243 um
pin count of the biggest net entering global routing - 5
slowest cell on the critical path - clkdlybuf4s50_1
grt total ovfl - 0
WL/cell - 11.07 um
Fmax achieved - 0.1361 GHz
switch share - 30.82%
Die ar. - 0.007396 mm^2
share of power burned in combinational logic - 100.0%
# setup viols final - 0
Tool Warnings - 35
unrepaired setup endpoints after global routing - false
## cells in the mapped netlist, types with 2 or more instances
| master | number | share of area (%) |
|---|---|---|
| buf_4 | 17 | 16 |
| mux2i_1 | 4 | 4.9 |
| nor2_1 | 5 | 2.3 |
| or2_2 | 6 | 4.6 |
| xor2_1 | 6 | 6.4 |
| ha_1 | 15 | 23 |
| xnor2_1 | 6 | 6.4 |
| o21a_1 | 2 | 1.8 |
| or3_1 | 2 | 1.5 |
| inv_1 | 14 | 6.4 |
| fa_1 | 4 | 9.7 |
| a21oi_1 | 3 | 1.8 |
## logic make-up after synthesis
group / share of synthesized area [%]
AOI/OAI and AO/OA: 16.72
xor gates and xnor gates: 12.77
adders and majority gates: 32.52
buffers and inverters: 21.88
muxes: 4.863
and+or+nand+nor: 11.25
## power by group through the flow
stage | sequential, mW | combinational [mW] | clock [mW]
CTS | 0 | 0.0924 | 0
finish | 0 | 0.0896 | 0
global route | 0 | 0.0998 | 0
## critical path: cells and delay by family
| kind | cells | cell delay (ns) |
|---|---|---|
| and+or+nand+nor | 1 | 0.18 |
| muxes | 1 | 0.32 |
| AOI/OAI and AO/OA | 3 | 0.90 |
| adders and majority gates | 4 | 1.34 |
| buffers and inverters | 4 | 1.01 |
| xor gates and xnor gates | 1 | 0.16 |
## area by class of cell
type	count	area [um^2]
fillers	424	2856
inverters	14	52.55
multi-input cells	68	643.1
well taps	50	62.56
repair buffers	50	500.5
## metrics by stage
step                instances  utilization [%]  total power, mW  hold WS (ns)  area (um^2)
floorplan                  99                -          0.05607         3.657        823.3
global placement          182            30.59          0.09108         4.478         1259
detailed placement        182            30.59          0.09160         4.488         1259
CTS                       182            30.59          0.09239         4.488         1259
global route              182            30.59          0.09982         4.550         1259
finish                    182            30.59          0.08960         4.469         1259
## routing by layer
layer / GRT usage, % / wire (um)
met2: 9.060 / 1037
met5: 0 / 0
met4: 0 / 0
met1: 6.674 / 845
met3: 1.335 / 131
## path summary, 6_finish.rpt
kind,from,endpoint,cells after the start
min,cin,sum[0],5
max,a[0],sum[15],14
Power and IR drop assume default switching activity.
