$ cat ./config.mk
export PLATFORM = sky130hd
export DESIGN_NAME = FSM_CODE1
export DESIGN_NICKNAME = FSM_CODE1
export VERILOG_FILES = /design/flow/design.v
export SDC_FILE = /design/flow/constraint.sdc
export NUM_CORES = 4
export LEC_CHECK = 1
export CORE_AREA = 10 10 71 71
export DIE_AREA = 0 0 81 81
$ cat ./constraint.sdc
current_design FSM_CODE1

set clk_period 2.0
set clk_io_pct 0.2

create_clock -name clk0 -period $clk_period [get_ports {clk}]

set non_clock_inputs [all_inputs -no_clocks]
set_input_delay [expr $clk_period * $clk_io_pct] -clock clk0 $non_clock_inputs
set_output_delay [expr $clk_period * $clk_io_pct] -clock clk0 [all_outputs]
$ cat ./design.v
module FSM_CODE1(
    output reg [3:0] state,
    output reg y,
    input x,
    input clk,
	input rst
    );
	parameter A=4'b0000 , 
			  B=4'b0001,
			  C=4'b0010,
			  D=4'b0011,
			  E=4'b0100,
			  F=4'b0101,
			  G=4'b0110,
			  H=4'b0111,
			  I=4'b1000;
initial begin y=0; state=4'b0000; end
always @(posedge clk)
    begin
	if (rst==1)
		begin state=A; y=0; end
	else
	begin
    case({state,x})
     5'b00000: begin state<=A ; y<=0; end
	 5'b00001: begin state<=B;  y<=0; end
     5'b00010: begin state<=A;  y<=0; end
	 5'b00011: begin state<=C;  y<=0; end
	 5'b00100: begin state<=D;  y<=0; end
	 5'b00101: begin state<=C;  y<=0; end
	 5'b00110: begin state<=E;  y<=0; end
	 5'b00111: begin state<=B;  y<=0; end
	 5'b01000: begin state<=A ; y<=0; end
	 5'b01001: begin state<=F;  y<=0; end
     5'b01010: begin state<=G;  y<=0; end
	 5'b01011: begin state<=C;  y<=0; end
	 5'b01100: begin state<=A;  y<=0; end
	 5'b01101: begin state<=H;  y<=0; end
	 5'b01110: begin state<=A;  y<=0; end
	 5'b01111: begin state<=I;  y<=1; end
	 5'b10000: begin state<=D;  y<=0; end
	 5'b10001: begin state<=C;  y<=0; end   
	 endcase
	 end
	 end
endmodule
$ cat ./run.sh
#!/bin/bash
# OpenROAD 26Q1-2900-gdf79404cd8, Yosys 0.63+post, stock flow scripts
make -C /OpenROAD-flow-scripts/flow DESIGN_CONFIG=/design/flow/config.mk WORK_HOME=/design/flow/orfs finish
==> results.toml <==
# implementation run metrics
[placement]
hpwl_um = 631.6
numPortBuffers = 7
pre_cts_slack_ns = 0.2618
dp.cells = 100
gp_congestion = 0.7081
placed_area_um2 = 488.0

[critical_path]
cp-start-kind = "register"
required_ns = 1.60
cpMaxStageDelayCell = "dfxtp_1"
arrival_ns = 1.37
crit_fanout = 16
crit_type = "reg2out"
crit_family = "flip-flops"
cp_num_buf_inv = 1
regToRegSetupSlack_ns = 0.59
crit_path_cell_trace = "clkdlybuf4s50_1"
rr_worst_depth = 3
critical_path_depth = 1
cp_slowest_stage_delay_ns = 0.60
endpoint_kind = "primary output"

[global_routing]
overflow = 0
antenna_found_initial = 0
grt_pass1_vias = 352
grt_pass1_wl_um = 1511
grt_start_max_net_pins = 17
grt_usage_pct = 2.721

[hold_path]
hold_class = "reg2reg"
holdPathStages = 3

[floorplanning]
fp_util_pct = 10.06
ioPinCount = 8
die_area_mm2 = 0.006561
die_h_um = 81
num_rows = 22
die_width_um = 81
core_mm2 = 0.003633

[power_and_ir_drop]
p_comb_share_pct = 11.0
switching_share_pct = 20.81
pwr-share-clk_pct = 54.6
peakVddDrop_mv = 0.1471
p_int_mw = 0.2633
leakage_nw = 0.1596
power_mw = 0.3325
seqPwrFrac_pct = 34.4
switchingPower_mw = 0.06919
power_density_mw_per_mm2 = 623.9

[timing]
setup_viol = 0
finalSetupTns_ns = 0
max_freq_ghz = 0.5634
timing.final.ws_setup_ns = 0.2251
whs_ns = 0.5941
relSlewSlack_pct = 68.90
skew_ns = 0.002159
final_max_slew_viol_count = 0
worstMarginPinSlew_ns = 0.4658
period_needed_ns = 1.775
rsz0062_at_grt = "no"
timing.final.crit_share_pct = 88.74
hold_violations = 0

[routing]
drtIter0Drc = 59
avgViaCountPerCell = 3.702
diodes = 0
first_pass_iters = 4
wirelength_um = 946
wl_per_cell_um = 9.096
drc = 0
dr_total_vias = 385
ant_nets = 0

[synthesis]
largest_area_cell = "dfxtp_1"
ys_cells = 48
common_cells = "o21ai_0 (7), a21oi_1 (5), dfxtp_1 (5)"
postSynthCellCount = 48
yosysWarnings = 1
edf_count = 0
top_area_share_pct = 27.40
synth_seq_share_pct = 27.40
area_leaders = "dfxtp_1 (27%), o21ai_0 (9.6%), nor3b_1 (8.2%)"
async_reset_ff_share_pct = 0
ys_chip_area_um2 = 365.4
netlist-cell-type-count = 23
syn_area_per_cell_um2 = 7.611
flop_cell = "dfxtp_1"
synth_area_um2 = 365.4
synth.most_common_cell = "o21ai_0"
ys_ff = 5

[cts]
root_buffer = "clkbuf_8"
clk_latency_ns = 0.22
clk_pin_slew_ns = 0.04
cts_resized = 0
cts_max_level = 1
cts_hold_buf = 0
cts-buffers-inserted = 3
clkSinkCount = 5
clk_path_buf_depth = 2
post-cts-setup-buffers = 0
cts_tree = "yes"

[outcome]
status = "completed"

[cells_and_area]
syn_to_final_growth_pct = 45.89
postLayoutCoreUtil_pct = 14.67
nFillCells = 422
finalNonFillerCells = 104
final_layout_size_suffix_gt1_share_pct = 12.50
layout.area.comb_um2 = 242.7
final_cell_area_um2 = 533.0
seq_area_um2 = 100.1

[flow_run]
drv_cap = 0
warning_count = 25
worst reg2reg max path, delay by kind of cell (launching register included):
family | cells | cell delay [ns]
simple gates | 1 | 0.39
flops | 1 | 0.55
compound gates | 2 | 0.39
path summary, 6_finish.rpt:
kind / start / to
worst min-delay path: y$_SDFFE_PP0P_ / y$_SDFFE_PP0P_
worst max-delay path: state[2]$_SDFFE_PP0P_ / state[2]
worst min register to register: y$_SDFFE_PP0P_ / y$_SDFFE_PP0P_
worst max register to register: state[1]$_SDFFE_PP0P_ / state[0]$_SDFFE_PP0P_
area by class of cell:
cell class	instances	share of cell area, %
repair buffers	9	15.96
well taps	48	11.27
clock buffers	4	8.451
flip-flops and latches	5	18.78
multi-input cells	38	45.54
sequential cells by signal, indices dropped and copies added, names as in the netlist:
name   cells
y          1
state      4
per-layer routing:
| metal | routed length, um | track usage [%] | vias up |
|---|---|---|---|
| met1 | 448 | 3.439 | 175 |
| met3 | 128 | 1.114 | 2 |
| met4 | 27 | 1.211 | 0 |
| li1 | - | - | 194 |
| met5 | 0 | 0 | - |
| met2 | 342 | 3.981 | 14 |
cells in the final DEF (no fill, tap or decap), types with 3 or more instances in the layout:
cell type | Yosys | final
o21ai_0 | 7 | 7
nor3b_1 | 4 | 4
clkdlybuf4s50_1 | 0 | 7
dfxtp_1 | 5 | 5
a21oi_1 | 5 | 5
nor2b_1 | 3 | 3
clkbuf_8 | 0 | 3
power by group through the flow:
stage / registers, mW / logic (mW) / clock network [mW]
final: 0.114 / 0.0365 / 0.182
after global routing: 0.115 / 0.0407 / 0.189
after CTS: 0.114 / 0.0367 / 0.183
kinds of logic after synthesis:
group                  after synthesis  synth area share, %
and+or+nand+nor                     19                34.59
buffers and inverters                5                6.164
DFF                                  5                27.40
AOI/OAI and AO/OA                   18                28.77
muxes                                1                3.082
Power figures rest on the tool's default switching activity, not on a simulated workload.
